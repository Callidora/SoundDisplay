==> flow/design.v <==
`timescale 1ns/1ns
module Driver
#(
	parameter H_SYNC = 112	, 		 
	parameter H_BACK = 248	, 		 
	parameter H_DISP = 1280	, 		 
	parameter H_FRONT = 48	, 		 
	parameter H_TOTAL = 1688, 		 
	parameter V_SYNC = 3	, 		 
	parameter V_BACK = 38	, 		 
	parameter V_DISP = 1024	, 		 
	parameter V_FRONT = 1	, 		 
	parameter V_TOTAL = 1066  		 
)
(
	input  wire			clk,			 
	input  wire			rst_n,     		 
	input  wire	[23:0]	lcd_data,		 
	output wire			lcd_dclk,   	 
	output wire			lcd_hs,	    	 
	output wire			lcd_vs,	    	 
	output wire			lcd_en,			 
	output wire	[23:0]	lcd_rgb,		 
	output wire	[11:0]	lcd_xpos,		 
	output wire	[11:0]	lcd_ypos		 
);	
localparam	H_AHEAD = 	12'd1;
reg [11:0] hcnt; 
reg [11:0] vcnt;
wire lcd_request;
always @ (posedge clk or negedge rst_n)
begin
	if (!rst_n)
		hcnt <= 12'd0;
	else
	begin
        if(hcnt < H_TOTAL - 1'b1)		 
            hcnt <= hcnt + 1'b1;
        else
            hcnt <= 12'd0;
	end
end 
assign	lcd_hs = (hcnt <= H_SYNC - 1'b1) ? 1'b0 : 1'b1;  
always@(posedge clk or negedge rst_n)
begin
	if (!rst_n)
		vcnt <= 12'b0;
	else if(hcnt == H_TOTAL - 1'b1)	 
		begin
		if(vcnt == V_TOTAL - 1'b1)		 
			vcnt <= 12'd0;
		else
			vcnt <= vcnt + 1'b1;
		end
end
assign	lcd_vs = (vcnt <= V_SYNC - 1'b1) ? 1'b0 : 1'b1;  
assign	lcd_dclk = ~clk;
assign	lcd_en		=	(hcnt >= H_SYNC + H_BACK  && hcnt < H_SYNC + H_BACK + H_DISP) &&
						(vcnt >= V_SYNC + V_BACK  && vcnt < V_SYNC + V_BACK + V_DISP) 
						? 1'b1 : 1'b0;                    
assign	lcd_rgb 	= 	lcd_en ? lcd_data : 24'h000000;	
assign	lcd_request	=	(hcnt >= H_SYNC + H_BACK - H_AHEAD && hcnt < H_SYNC + H_BACK + H_DISP - H_AHEAD) &&
						(vcnt >= V_SYNC + V_BACK && vcnt < V_SYNC + V_BACK + V_DISP) 
						? 1'b1 : 1'b0;
assign	lcd_xpos	= 	lcd_request ? (hcnt - (H_SYNC + H_BACK - H_AHEAD)) : 12'd0;
assign	lcd_ypos	= 	lcd_request ? (vcnt - (V_SYNC + V_BACK)) : 12'd0;
endmodule
==> flow/run.sh <==
#!/bin/bash
# OpenROAD 26Q1-2900-gdf79404cd8, Yosys 0.63+post, stock flow scripts
make -C /OpenROAD-flow-scripts/flow DESIGN_CONFIG=/design/flow/config.mk WORK_HOME=/design/flow/orfs finish
==> flow/config.mk <==
export PLATFORM = sky130hd
export DESIGN_NAME = Driver
export DESIGN_NICKNAME = Driver
export VERILOG_FILES = /design/flow/design.v
export SDC_FILE = /design/flow/constraint.sdc
export NUM_CORES = 4
export LEC_CHECK = 1
export CORE_UTILIZATION = 40
==> flow/constraint.sdc <==
current_design Driver

set clk_period 5.0
set clk_io_pct 0.2

create_clock -name clk0 -period $clk_period [get_ports {clk}]

set non_clock_inputs [all_inputs -no_clocks]
set_input_delay [expr $clk_period * $clk_io_pct] -clock clk0 $non_clock_inputs
set_output_delay [expr $clk_period * $clk_io_pct] -clock clk0 [all_outputs]
==> run notes <==
Latest figures from synthesis and place and route.

Per the CTS log, the maximum H-tree level is 1. The final total negative setup slack is 0 ns. The synthesized netlist occupies a cell area of 2050 um2.

The final weighted congestion in routability-driven placement is 0.868. The area of the core region is a little under 5000 um2. The antenna violation net count after detailed routing is 0. The worst setup path is of the clock port to output port kind. The count of input and output buffers is between 70 and 80. A synthesized cell averages roughly 7.7 um2. The hold buffer count at CTS is 0. The width of the die is about 74 um. The area fraction in mux cells is 0. The post-CTS setup-driven buffer insertion count is 0. The max-slew check reports its worst relative slack as 0.679.

The max-cap check violation count is 0. By count the netlist is led by 48 x sky130_fd_sc_hd__nor2_1, 26 x sky130_fd_sc_hd__and2_1, 24 x sky130_fd_sc_hd__dfrtp_1. STA puts the critical path data arrival time at approximately 3.3 ns.

The sequential fraction of the synthesis area is 0.294. The cell count in the Yosys report is 267. The layout has roughly 460 filler cells. The final count of hold timing violations is 0. After detailed routing, the total wire length is ~5.4 mm.

The number of vias per cell is around 5. The register cell area after layout is ~600 um2. Entering global routing, the biggest net connects 26 pins. TritonCTS built the clock tree.

The maximum fanout encountered on the critical timing path is 10. Counting along the longest clock path gives a buffer depth of 2. The highest achievable clock rate is ~240 MHz. The via count of the first global-routing pass is 1774.

The required time of the critical path is about 4.0 ns. The number of warnings reported in the stage logs is 33. Of the total synthesized cell area, the portion taken by XOR and XNOR cells is 0.103. The first-pass iteration count of the detailed router is 4. Sorting the synthesis cell report by count puts at the top sky130_fd_sc_hd__nor2_1. Of the total synthesized cell area, the portion taken by AND-OR and OR-AND cells is 0.135. The synthesis report lists the most area-consuming cells as sky130_fd_sc_hd__dfrtp_1 29%, sky130_fd_sc_hd__nor2_1 8.8%, sky130_fd_sc_hd__and2_1 8.0%. The type recorded for the worst min-delay path is flip-flop to flip-flop. The cell type contributing the most total cell area after synthesis is sky130_fd_sc_hd__dfrtp_1. The design draws 461 uW. The number of placed I/O pins is between 70 and 80. The final timing report lists clock skew as ~0.011 ns.

The synthesis report names the predominant flop master as sky130_fd_sc_hd__dfrtp_1. The number of antenna violations at the first check in global routing is 0. OpenSTA lists the critical path startpoint as clk. After floorplanning, the core was divided into 25 placement rows. The detailed placement HPWL is about 4.0 mm. The flow ran to the end, and the final reports show no timing, DRC or antenna violations. Clock tree synthesis selected as its root buffer the cell sky130_fd_sc_hd__clkbuf_8. Dividing the detail-routed wire length by the instance count gives approximately 14 um. The synthesized design contains 0 enable-type register cells. Of the post-synthesis cell area, the dominant cell type holds 0.294.

The count of endpoints failing setup in the final report is 0. The max-slew violation count is 0. The share of cells above drive strength 1 is 0.0423. The share of synthesized cell area in and, or, nand and nor gates is 0.363. The number of gates resized after CTS was 0. The clock transition at the registers of the reported paths is about 0.09 ns. The later-pin clock latency in the skew report is around 0.28 ns. In this run, the number of DRC markers left after iteration 0 of detailed routing was roughly 110. The shortest period the worst path allows is 4.28 ns. In the synthesis report, Yosys lists the chip area as 2050 um2. STA classifies the critical path startpoint as a clock port. The leakage power is roughly 1.2 nW. The total DRC errors in the routed layout is 0.

The antenna diode instance count is 0. The routed via count is about 2000. The first global-routing pass estimated around 8.6 mm of wire.

The worst-case IR drop observed on VDD is 0.138 mV. The final cycle utilization of the critical path is 0.855. The overall die size recorded for this design is 5400 um2. The total CTS buffers is 3.

The number of distinct library cells after synthesis is between 40 and 50. The power density over the cells is 160 nW/um2. Of the total synthesized cell area, the portion taken by full adders, half adders and majority gates is 0.0367. Overall routing resource usage recorded by global route was 0.208. Setup repair after global routing left no endpoint under its margin. The main kind of combinational logic by area is simple AND/OR/NAND/NOR gates. The warning tally printed by Yosys for this design is 1. Summing all multi-input logic gate instances after layout gives approximately 1300 um2. In the synthesized netlist the async set-or-reset flop fraction comes to 1.00. Per the timing report, the most critical flop-to-flop path originates at hcnt[7]. The finished layout reports a core utilization of 0.597. Synthesis handed over a netlist of between 200 and 300 instances. The launch point of the worst hold path is hcnt[0]. The worst setup path is captured at an output port.

The pin slew with the least headroom to its limit is around 0.47 ns. The effective utilization at floorplan is 0.425. After global routing the overflow that remains totals 0. The die height is ~74 um.

The area growth from synthesis to layout is 40.6%. The flop and latch count out of synthesis is 24.
-- report_power, final --
group | switching, mW | internal (mW) | total [mW]
Sequential | 0.0217 | 0.205 | 0.227
Clock | 0.0756 | 0.0724 | 0.148
Combinational | 0.0434 | 0.0431 | 0.0864
Total | 0.141 | 0.321 | 0.461
-- final timing paths --
| path | to | slack [ns] | cells past startpoint |
|---|---|---|---|
| max reg2reg | vcnt[2] | 3.02 | 4 |
| min in group asynchronous | hcnt[4] | 1.08 | 2 |
| max in group asynchronous | hcnt[10] | 3.67 | 2 |
| max | lcd_dclk | 0.72 | 4 |
| min reg2reg | hcnt[0] | 0.52 | 1 |
| min | hcnt[0] | 0.52 | 1 |
-- area by class of cell --
type,count,share of cell area
multi-input cells,213,0.455
repair buffers,80,0.275
flip-flops and latches,24,0.209
well taps,67,0.0291
clock buffers,4,0.0178
inverters,8,0.0104
clock inverters,2,0.00435
-- sequential cells by signal, summed over array words and instances (netlist names) --
name	cells
hcnt	12
vcnt	12
-- cells in the final DEF (no fill, tap or decap), drive strengths merged, types with 5 or more instances in the layout --
cell / instances
clkdlybuf4s50: 77
and3: 9
and2: 26
inv: 10
ha: 6
xnor2: 10
dfrtp: 24
nand2: 18
nor2: 48
o21ai: 14
nor3: 12
xor2: 14
nor4: 5
nand3: 5
a21oi: 5
-- critical path: stages --
cell	delay [ns]
sky130_fd_sc_hd__clkbuf_8	0.11
sky130_fd_sc_hd__clkbuf_8	0.16
sky130_fd_sc_hd__inv_1	0.06
sky130_fd_sc_hd__clkdlybuf4s50_1	0.44
-- metrics by stage --
step / std cells / instance area [um2] / setup WS (ns) / hold WS (ns)
final: 398 / 2880 / 0.724 / 0.518
after global routing: 398 / 2880 / 0.538 / 0.558
after CTS: 398 / 2880 / 0.709 / 0.514
after detailed placement: 394 / 2830 / 1.04 / 0.500
after global placement: 394 / 2830 / 1.04 / 0.482
after floorplan: 267 / 2050 / 1.49 / 0.468
-- cells by family after synthesis --
family          Yosys count
fa+ha+maj                 6
flops                    24
xor+xnor                 24
buf+inv                  30
simple gates            141
compound gates           41
other cells               1
-- per-layer routing --
layer  track usage  vias to the layer above  part of all wire
li1              -                     1027                 -
met5             0                        -                 0
met2         0.318                       37              0.47
met4        0.0235                        0            0.0089
met1         0.333                      918              0.49
met3        0.0277                        4             0.028
Power and IR drop assume default switching activity.
